==> flow/design.v <==
`timescale 1ns / 1ps
module fifo_top( 
    input rst, clk, wr, rd,
    input [7:0]din,
    output reg [7:0]dout,
    output  empty, full
    );
    reg [3:0] wptr = 0, rptr = 0; 
    reg [4:0] cnt = 0;
    reg [7:0]mem[16];    
    always@(posedge clk)begin
        if(rst == 1'b1)begin
            wptr <= 0;
            rptr <= 0;
            cnt <= 0;
        end
        else if(wr && !full)begin
            mem[wptr] <= din;
            wptr <= wptr + 1;
            cnt <= cnt + 1;
        end
        else if(rd && !empty)begin
            dout <= mem[rptr];
            rptr <= rptr + 1;
            cnt <= cnt - 1;
        end
    end
    assign empty = (cnt == 0) ? 1'b1 : 1'b0;
    assign full = (cnt == 16) ? 1'b1 : 1'b0;
endmodule
interface fifo_if;
    logic rst, clk, rd, wr;
    logic [7:0]data_in;
    logic [7:0]data_out;
    logic empty, full;
endinterface
==> flow/run.sh <==
#!/bin/bash
# OpenROAD 26Q1-2900-gdf79404cd8, Yosys 0.63+post, stock flow scripts
make -C /OpenROAD-flow-scripts/flow DESIGN_CONFIG=/design/flow/config.mk WORK_HOME=/design/flow/orfs finish
==> flow/config.mk <==
export PLATFORM = sky130hd
export DESIGN_NAME = fifo_top
export DESIGN_NICKNAME = fifo_top
export VERILOG_FILES = /design/flow/design.v
export SDC_FILE = /design/flow/constraint.sdc
export NUM_CORES = 4
export LEC_CHECK = 1
export CORE_UTILIZATION = 40
==> flow/constraint.sdc <==
current_design fifo_top

set clk_period 5.7
set clk_io_pct 0.2

create_clock -name clk0 -period $clk_period [get_ports {clk}]

set non_clock_inputs [all_inputs -no_clocks]
set_input_delay [expr $clk_period * $clk_io_pct] -clock clk0 $non_clock_inputs
set_output_delay [expr $clk_period * $clk_io_pct] -clock clk0 [all_outputs]
==> impl_metrics.yaml <==
# yosys + openroad results
setup_path:
  critPathTopFamily: "AND-OR/OR-AND gates"
  cpPeakStageDelay_ns: 0.66
  path_common_cell: "inv_1"
  crit_type: "input port to flop"
  cp_data_required_time_ns: 6.04
  path_max_fanout: 8
  critPathSlowestCell: "clkdlybuf4s50_1"
  worst-path-buf-inv: 3
  cp-start-kind: "input port"
  critPathCaptureType: "flop"
  crit_chain: "clkdlybuf4s50_1 -> inv_1 -> a21oi_1 -> inv_1 -> fa_1 -> a21o_1 -> a2111o_1 -> o211a_1 -> a211oi_1"
  worstPathArrival_ns: 3.91
timing:
  rsz0062_at_grt: "false"
  drv_slew: 0
  period_needed_ns: 3.57
  fin_crit_sh_pct: 62.6
  worst_pin_slew_ns: 0.859
  skew_ns: 0.00800
  holdWs_ns: 0.580
  fin_setup_tns_ns: 0
  fmax_mhz: 280
  slew_headroom_pct: 42.5
  hold_viol: 0
  setup_violations: 0
synth:
  syn_inst: 359
  top_area_cell: "edfxtp_1"
  numSynthFlops: 149
  ys_seq_share_pct: 71.7
  synth_top_area_share_pct: 67.4
  fa_ha_area_share_pct: 1.98
  top_logic_kind: "multiplexers"
  ys_warn_count: 1
  ys_sh_mux_pct: 11.4
  synth.distinct_cells: 39
  syn_area_per_cell_um2: 16.9
  ys_top_cells_by_area: "edfxtp_1, mux4_2, mux2i_1"
  ys_cells: 359
  synth-compound-area-share_pct: 7.87
  ys_sh_xor_pct: 0.867
  ys_area_mm2: 0.00606
  synthSimpleGateAreaFrac_pct: 4.38
  netlist_area_mm2: 0.00606
grt:
  grt_usage_pct: 17.9
  grt_pass1_vias: 3437
  grt_pass1_wl_um: 19300
  antenna_found_initial: 0
  grt_start_max_net_pins: 35
  globalRouteOverflowTotal: 0
routing:
  drtIter0Drc: 318
  antenna_cells_inserted: 0
  drt_wl_total_um: 12100
  avgViaCountPerCell: 5.45
  drcViolationCount: 0
  drtPass1Iterations: 6
  ant_nets: 0
  vias: 3194
  post_drt_wl_per_cell_um: 20.6
clock_tree:
  cts_resized: 0
  post_cts_buffers: 0
  clk_pin_slew_ns: 0.06
  cts_sinks: 149
  cts_root_buf: "clkbuf_16"
  numCtsBuffers: 17
  htreeDepth: 4
  cts_hold_buf: 0
  cts_tree: "done"
  ctsLongestPathBuffers: 2
  insertion_delay_ns: 0.42
final_layout:
  area_growth_pct: 16.7
  fillers: 1212
  fin_area_mm2: 0.00707
  drive_gt1_share_pct: 16.4
  fin_util_pct: 48.3
run:
  cap_violations: 0
  openroad.warnings: 28
floorplanning:
  coreArea_mm2: 0.0146
  fp_util_pct: 41.4
  io_pins: 22
  fp-row-count: 44
  dieHeight_um: 125
  chipArea_mm2: 0.0156
  die_w_um: 125
pwr:
  ir_worst_vdd_mv: 0.200
  p_leak_nw: 2.29
  powerDensity_mw_per_mm2: 425
placement:
  hpwl_um: 7720
  place.gp.congestion: 0.902
  io_buffers: 21
  dpl_cell_area_mm2: 0.00648
outcome:
  status: "finished clean"
min_path:
  hp-class: "flop to flop"
layout make-up:
type	instances	area, µm²	area share [%]
inverters	8	30.0	0.425
flip-flops and latches	149	4350	61.5
well taps	184	230	3.26
clock buffers	17	425	6.02
multi-input cells	184	1610	22.7
clock inverters	15	163	2.30
repair buffers	29	270	3.82
tightest hold or removal path, stage by stage, from the launching register on:
cell	delay [ns]
dfxtp_1	0.35
xnor2_1	0.16
nor2_1	0.04
per-stage QoR:
step / total power, mW / setup WS, ns / cells
5_1_grt: 3.15 / 1.94 / 586
6_report: 3.01 / 2.13 / 586
3_5_place_dp: 1.93 / 1.72 / 554
3_3_place_gp: 1.93 / 1.76 / 554
4_1_cts: 3.04 / 2.17 / 586
2_1_floorplan: 1.76 / 2.31 / 359
where the power goes:
| part | switching [mW] | internal [mW] |
|---|---|---|
| clock network | 0.420 | 0.682 |
| logic | 0.281 | 0.286 |
| registers | 0.0866 | 1.25 |
kinds of logic (layout without fill, tap and decap cells):
| logic type | count (synthesis) | count (layout) |
|---|---|---|
| xor+xnor | 6 | 6 |
| simple gates | 57 | 57 |
| flops | 149 | 149 |
| fa+ha+maj | 9 | 9 |
| compound gates | 63 | 63 |
| buf+inv | 26 | 69 |
| mux | 49 | 49 |
flip-flops by register name, indices dropped and copies added (netlist names):
register and flops:
cnt 5, rptr 4, wptr 4, mem 128, dout 8
metal layers:
metal / vias up / wire length (µm) / track usage [%]
met3: 17 / 1080 / 8.50
met4: 0 / 247 / 3.16
li1: 1499 / - / -
met5: - / 0 / 0.929
met2: 115 / 5870 / 27.5
met1: 1563 / 4860 / 25.0
cell usage after synthesis:
cell type  count
inv_1          8
buf_2          9
o211ai_1       1
or4_4          1
o211ai_2       2
nor4_2         1
a211o_1        1
a22oi_1        8
o2111ai_1      2
or2_2          1
xnor2_1        3
clkbuf_1       9
a21o_1         2
edfxtp_1     136
o21ai_0       14
nand3b_1       1
ha_1           8
dfxtp_1       13
a21oi_1        9
or3_1          4
a21oi_2        1
nor2b_1        1
a31oi_1        1
nand2_1       15
a31o_2         1
and2_1         2
o211a_1        1
nor2_1        26
o41ai_4        1
or3b_2         1
a211oi_1       2
a221oi_1      16
a2111o_1       1
mux4_2        16
nand2b_1       1
nand3_1        3
mux2i_1       33
xor2_1         3
fa_1           1
final timing paths:
path	start	endpoint	slack (ns)	cells after the start
setup / recovery	wr	cnt[4]	2.13	9
hold reg to reg	wptr[3]	wptr[3]	0.58	2
hold / removal	wptr[3]	wptr[3]	0.58	2
setup reg to reg	cnt[0]	cnt[4]	2.90	8
placed cells by master (no fill, tap or decap), types with 2 or more instances in the layout:
master / count
a22oi_1: 8
nand2_1: 15
clkinv_2: 8
clkbuf_16: 17
ha_1: 8
nand3_1: 3
o2111ai_1: 2
and2_1: 2
xnor2_1: 3
clkdlybuf4s50_1: 21
mux4_2: 16
a211oi_1: 2
buf_4: 8
xor2_1: 3
o21ai_0: 14
clkinvlp_4: 2
edfxtp_1: 136
or3_1: 4
a21oi_1: 9
a21o_1: 2
a221oi_1: 16
nor2_1: 26
o211ai_2: 2
bufinv_16: 3
dfxtp_1: 12
mux2i_1: 33
inv_1: 8
Power is estimated from default activity; no workload was simulated.
