===== flow/design.v =====
`timescale 1ns / 1ps
module spi(
	input rst, clk, newd,
  input [11:0]din,
  output reg mosi,
  output reg cs, sclk
);
  int countc = 0;
  int count = 0;
  typedef enum bit[1:0]{idle = 2'b00, send = 2'b01}state_type;
  state_type state = idle;
  always@(posedge clk)begin
    if(rst == 1'b1) begin countc <= 0; sclk <= 1'b0;end
    else begin
      if(countc < 10) countc <= countc + 1;
      else begin
        countc <= 0;
        sclk <= ~sclk;
      end
    end
  end
  reg [11:0]temp;
  always@(posedge sclk)begin
    if(rst == 1'b1)begin
      cs <= 1'b1;
      mosi <= 1'b0;
    end
    else begin
      case(state)
        idle:begin
          if(newd == 1'b1)begin
            cs <= 1'b0;
            temp <= din;
            state <= send;
          end
          else begin
            state <= idle;
            temp <= 8'h00;
          end
        end
        send:begin
          if(count < 12)begin
            mosi <= temp[count];
            count <= count + 1;
           end
          else begin
            count <= 0;
            cs <= 1'b1;
            mosi <= 1'b0;
            state <= idle;
          end
        end
        default: state<=idle;
      endcase
    end 
  end 
endmodule
interface spi_if;
  logic rst, clk, newd;
  logic [11:0]din;
  logic mosi,cs, sclk;
endinterface

===== flow/config.mk =====
export PLATFORM = sky130hd
export DESIGN_NAME = spi
export DESIGN_NICKNAME = spi
export VERILOG_FILES = /design/flow/design.v
export SDC_FILE = /design/flow/constraint.sdc
export NUM_CORES = 4
export LEC_CHECK = 1
export CORE_UTILIZATION = 30

===== flow/run.sh =====
#!/bin/bash
# OpenROAD 26Q1-2900-gdf79404cd8, Yosys 0.63+post, stock flow scripts
make -C /OpenROAD-flow-scripts/flow DESIGN_CONFIG=/design/flow/config.mk WORK_HOME=/design/flow/orfs finish

===== flow/constraint.sdc =====
current_design spi

set clk_period 4.9
set clk_io_pct 0.2

create_clock -name clk0 -period $clk_period [get_ports {clk}]

set non_clock_inputs [all_inputs -no_clocks]
set_input_delay [expr $clk_period * $clk_io_pct] -clock clk0 $non_clock_inputs
set_output_delay [expr $clk_period * $clk_io_pct] -clock clk0 [all_outputs]

==> flow_summary.yaml <==
# implementation run metrics
clock_network:
  cts_hold_buf: 0
  clkTransAtPathRegs_ps: 50
  clk_path_buf_depth: 2
  numCtsBuffers: 5
  h-tree-depth: 2
  cts_tree: "done"
  clk_latency_ps: 280
  cts-resized-gates: 0
  cts_root_buf: "clkbuf_16"
  post-cts-setup-buffer-count: 0
floorplanning:
  fp_util_pct: 31.02
  rows: 41
  die_height_um: 116.5
  core_um2: 12670
  die_width_um: 116.5
  dieArea_um2: 13560
  io_pins: 18
logic_synthesis:
  yosys-top-cells-area: "edfxtp_1, dfxtp_1, xor2_1, nor2_1, xnor2_1"
  ff_type: "edfxtp_1"
  synth_warnings: 1
  logic_family: "simple AND/OR/NAND/NOR gates"
  async_flop_share_pct: 0
  ys_sh_mux_pct: 1.719
  ys_sh_simple_pct: 28.11
  compound_area_share_pct: 1.910
  edf_count: 45
  synth_cells: 387
  syn_area_um2: 3930
  post_synth_num_cell_types: 39
  ys_chip_area_um2: 3930
  ys_cells: 387
  yosysTopAreaCell: "edfxtp_1"
  ys.flops: 80
  synth_seq_share_pct: 52.21
  syn_area_per_cell_um2: 10.16
  ys_sh_xor_pct: 12.93
  top_cell_area_share_pct: 34.38
  ys_sh_adder_pct: 0.6367
setup_path:
  worst-path-max-fanout: 2
  critPathCaptureType: "output pin"
  crit_buf_inv: 1
  critPathKind: "flop to output pin"
  critical_path.top_delay_family: "buffers and inverters"
  critical-path-max-stage-delay_ps: 480
  cpMaxStageDelayCell: "clkdlybuf4s50_1"
  startpoint_type: "flop"
  critPathArrivalTime_ps: 1120
  cp.required_ps: 3920
  cp_cell_sequence: "clkdlybuf4s50_1"
final_timing:
  finalCritPeriodShare_pct: 42.89
  drv_slew: 0
  finalHoldViolations: 0
  setup_viol: 0
  grt_setup_unrepaired: "no"
  fin_skew_ps: 6.821
  relSlewSlack_pct: 37.04
  unclocked_regs: 47
  fin_crit_ps: 2102
  max_freq_mhz: 475.8
  untimed_endpoints: 94
  tightest_slew_ps: 940.9
  tns_ps: 0
place:
  port_buffers: 17
  gp_congestion: 0.7915
  dp_hpwl_mm: 4.920
  dpl_cell_area_um2: 4283
finish:
  design_area_um2: 4425
  area_growth_pct: 12.61
  final_cell_mix: "nor2_1, edfxtp_1, xor2_1, dfxtp_1, nand4_1"
  final-seq-area_um2: 2052
  fillers: 1248
  mi_logic_area_um2: 1785
  mostFrequentLayoutCell: "nor2_1"
  drive_gt1_share_pct: 6.000
drt:
  vias: 2731
  drt-total-wl_mm: 7.220
  first_pass_iters: 4
  drcViolationCount: 0
  first_iter_violations: 206
  diodes: 0
  via_per_inst: 4.774
  antenna_left: 0
  avgRoutedWirePerCell_um: 12.62
power_and_ir_drop:
  ir_drop_mv: 0.1881
  p_per_area_nw_per_um2: 138.8
  leakage_nw: 1.407
grt:
  grt_pass1_wl_mm: 12.49
  grt_max_degree: 49
  grt_usage_pct: 11.71
  overflow: 0
  antenna_found_initial: 0
  grt_pass1_vias: 2668
job:
  warnings: 25
  cap_violations: 0
outcome:
  outcome: "finished, final reports clean"
hold_path:
  worstHoldPathType: "flop to flop"
-- layout make-up --
type | count | area share (%)
flip-flops and latches | 80 | 46.37
multi-input cells | 285 | 40.34
well taps | 172 | 4.863
repair buffers | 22 | 4.693
clock buffers | 7 | 3.223
inverters | 6 | 0.5089
-- power breakdown --
group | switching (mW) | internal, mW | total [mW]
logic | 0.0152 | 0.0167 | 0.0319
clock network | 0.103 | 0.199 | 0.302
registers | 0.00346 | 0.277 | 0.281
-- final timing paths --
check / from / cells past startpoint / to / slack, ps
worst max register to register: countc[4] / 5 / countc[26] / 2810
worst max-delay path: sclk / 1 / sclk / 2800
worst min-delay path: countc[31] / 2 / countc[31] / 460
worst min register to register: countc[31] / 2 / countc[31] / 460
-- stage by stage --
stage	utilization, %	power [mW]	hold slack, ps	std cells	worst slack (ps)
floorplan	-	0.3005	422.4	387	3068
global placement	33.80	0.3166	450.3	565	2683
detailed placement	33.80	0.3179	447.6	565	2632
CTS	34.93	0.6192	462.9	572	2782
global route	34.93	0.6336	503.7	572	2675
finish	34.93	0.6141	463.0	572	2798
-- cell usage after synthesis, drive strengths merged, types with 2 or more instances --
library cell,n
xnor2,23
nor3,10
clkbuf,9
edfxtp,45
nor2,75
and3,7
and4,8
nand2,22
a21oi,4
and2,14
nor4,18
xor2,35
inv,6
nor2b,3
mux4,3
buf,7
nand4,25
nand3,19
o21ai,2
or2,3
dfxtp,35
nand2b,3
ha,2
-- logic make-up (layout without fill, tap and decap cells) --
group           count (synthesis)  after routing
compound gates                 12             12
xor+xnor                       58             58
fa+ha+maj                       2              2
buf+inv                        22             35
flops                          80             80
mux                             3              3
simple gates                  210            210
-- per-layer routing --
| metal | wire [um] | GRT usage [%] | vias up | share of wire [%] |
|---|---|---|---|---|
| li1 | - | - | 1391 | - |
| met1 | 3675 | 17.95 | 1298 | 51 |
| met2 | 3276 | 18.62 | 35 | 45 |
| met3 | 193 | 2.061 | 7 | 2.7 |
| met4 | 74 | 1.026 | 0 | 1.0 |
| met5 | 0 | 0 | - | 0 |
-- flip-flops by register name, summed over array words and instances (netlist names) --
signal / cells
count: 32
countc: 32
temp: 12
cs: 1
mosi: 1
sclk: 1
state: 1
Power figures rest on the tool's default switching activity, not on a simulated workload.
