### /design/flow/config.mk
export PLATFORM = sky130hd
export DESIGN_NAME = spi_top
export DESIGN_NICKNAME = spi_top
export VERILOG_FILES = /design/flow/design.v
export SDC_FILE = /design/flow/constraint.sdc
export NUM_CORES = 4
export LEC_CHECK = 1
export CORE_UTILIZATION = 40
### /design/flow/constraint.sdc
current_design spi_top

set clk_period 4.1
set clk_io_pct 0.2

create_clock -name clk0 -period $clk_period [get_ports {clk}]

set non_clock_inputs [all_inputs -no_clocks]
set_input_delay [expr $clk_period * $clk_io_pct] -clock clk0 $non_clock_inputs
set_output_delay [expr $clk_period * $clk_io_pct] -clock clk0 [all_outputs]
### /design/flow/design.v
`timescale 1ns / 1ps
module spi_master(
  input clk, rst, newd,
  input [11:0]din,
  output reg sclk, mosi, cs
);
  int countc = 0;
  int count = 0;
  always@(posedge clk)begin
    if(rst == 1'b1)begin countc <= 0;sclk <= 1'b0;end
    else if(countc < 11) countc <= countc + 1;
    else begin
      countc <= 0;
      sclk <= ~sclk;
    end
  end
  typedef enum bit[1:0]{idle = 2'b00, send = 2'b01}state_type;
  state_type state = idle;
  reg [11:0] temp;
  always@(posedge sclk)begin
    if(rst == 1'b1)begin
      mosi <= 1'b0;
      cs <= 1'b1;
    end
    else begin
      case(state)
        idle:begin
          if(newd == 1'b1)begin
            state <= send;
            cs <= 1'b0;
            temp <= din;
          end
          else begin
            state <= idle;
            temp <= 12'h00;
          end
        end 
        send:begin
          if(count < 12)begin
            count <= count + 1;
            mosi <= temp[count];
            end
            else begin
              count <= 0;
              state <= idle;
              cs <= 1'b1;
              mosi <= 1'b0;
            end
        end 
        default: state <= idle;
      endcase
    end
  end
endmodule
module spi_slave(
	input sclk, cs, mosi,
  	output reg done,
  output [11:0]dout 
);
  int count = 0;
  reg [11:0]temp = 12'h00;
  typedef enum bit{ready = 1'b0, read = 1'b1}state_type;
  state_type state = ready;
  always@(posedge sclk)begin
    case(state)
      ready:begin
        done <= 1'b0;
        if(cs == 1'b0) state <= read;
        else state <= ready;
      end
      read:begin
        if(count <12)begin
          count <= count + 1;
          temp <= {mosi, temp[11:1]};
        end
        else begin count <=0; done <= 1'b1; state <= ready; end
      end
    endcase
  end
  assign dout = temp;
endmodule
module spi_top(
	input clk, rst, newd,
  	input [11:0]din,
  output [11:0] dout,
  output done
);
  wire mosi, sclk, cs;
  spi_master m(.clk(clk), .rst(rst), .din(din), .newd(newd), .cs(cs), .mosi(mosi),
              .sclk(sclk));
  spi_slave s(.sclk(sclk), .cs(cs), .mosi(mosi), .done(done), .dout(dout));
endmodule
### /design/flow/run.sh
#!/bin/bash
# OpenROAD 26Q1-2900-gdf79404cd8, Yosys 0.63+post, stock flow scripts
make -C /OpenROAD-flow-scripts/flow DESIGN_CONFIG=/design/flow/config.mk WORK_HOME=/design/flow/orfs finish
==> out/results.md <==
| Quantity | Reported |
|:---|:---|
| Die extent in x | 127 um |
| Switching part of the total power | 19.9% |
| Final WL | 10800 um |
| Final routed DRC violation total | 0 |
| Vertical die dimension | 127 um |
| Most common cell in the netlist | sky130_fd_sc_hd__nor2_1 |
| Cell internal pwr | 608 uW |
| Distinct cells, synth | 41 |
| Largest vdd supply drop | 256 uV |
| Async set or reset register ratio after synthesis | 0% |
| Count of mapped cells out of synthesis | 562 |
| Critical Path End Type | flop |
| Status | complete, no violations |
| Net switching power figure | 151 uW |
| Logic pwr share | 5.0% |
| Count of instantiated cells in the yosys netlist | 562 |
| Endpoints failing setup | 0 |
| Total die size | 16100 um2 |
| Master cell of the clock root buffer | sky130_fd_sc_hd__clkbuf_16 |
| Number of enable-type register cells in the synthesized netlist | 90 |
| Transition time at the pin with the least slew margin | 826 ps |
| Setup repair after global routing missed its margin | no |
| Final Max-Slew Violation Tally | 0 |
| Critical Path Source Type | input pin |
| Cell area after synthesis | 6250 um2 |
| Mean area per synthesized cell | 11.1 um2 |
| Commonest cells post-synth | sky130_fd_sc_hd__nor2_1, sky130_fd_sc_hd__edfxtp_1, sky130_fd_sc_hd__xor2_1 |
| Ys flop type | sky130_fd_sc_hd__edfxtp_1 |
| Number of clock buffers inserted by TritonCTS | 5 |
| Post-CTS Setup Bufs | 0 |
| Clock tree from TritonCTS | yes |
| Floorplan-stage core utilization | 41.1% |
| Dpl hpwl | 7400 um |
| Share of final-layout standard cells stronger than drive strength 1 | 7.33% |
| Synth area leader | sky130_fd_sc_hd__edfxtp_1 |
| Via count of the first global-routing pass | 3872 |
| Count of input and output buffers | 27 |
| Via density per instance | 5.26 |
| Clock latency reported for the late side of the worst-skew pair | 270 ps |
| Clock share of power | 50.8% |
| Worst clock skew on the final layout | 3.06 ps |
| Pin count of the biggest net entering global routing | 94 |
| Max_cap viols | 0 |
| Cells taking the most area after synthesis | sky130_fd_sc_hd__edfxtp_1, sky130_fd_sc_hd__dfxtp_1, sky130_fd_sc_hd__xor2_1 |
| Number of antenna violations at the first check in global routing | 0 |
| Count of endpoints failing hold in the final timing report | 0 |
| Register pins left without a clock | 93 |
| Fin crit period | 1800 ps |
| Count of endpoints without a timing constraint | 196 |
| Register area | 3420 um2 |
| Wirelength per Cell | 14.0 um |
| Filler Cell Count | 1347 |
| Start-to-end type of the worst setup path | input pin to flop |
| Static Leakage | 2.25 nW |
| Antenna diode count | 0 |
| DR vias | 4075 |
| Flops out of synthesis | 126 |
| Reg power frac | 44.2% |
| Number of nets with antenna violations after routing | 0 |
| Setup TNS after final layout | 0 ps |
| Peak Freq | 556 MHz |
| H-tree levels | 2 |
| Overall fraction of global-route tracks in use | 14.6% |
| Buffers from clock root to sink, at most | 2 |
| Global-route wire length before repair | 18600 um |
| OpenROAD warning count | 25 |
| Yosys Warn Count | 2 |
| Final GP Congestion | 0.818 |
| Share of the clock period used by the worst path | 43.8% |
| Hold/Removal Path Class | flop to flop |
| Clk pin slew, worst setup/hold paths | 50 ps |
| Area leader share | 43.3% |
| Slew Limit Headroom | 44.9% |
| Number of DRC markers in iteration 0 | 254 |
| Post-CTS sizing | 0 |
| Congestion Overflow GR | 0 |
| CTS hold repair buffers | 0 |
| Final design utilization | 45.3% |
| Number of cell rows | 45 |
| Largest fanout of any net on the critical path | 31 |
| Total power divided by cell area | 110 nW/um2 |
| # IOs | 28 |
| First-pass DRT Iterations | 4 |
| Summed standard-cell area reported by yosys | 6250 um2 |
| Worst path arrival time | 1950 ps |
| Register area share after synthesis | 54.8% |
| Core area | 15200 um2 |
| Required time of the critical path | 4250 ps |
| Area growth from synthesis to final layout | 10.3% |
| Combinational gate area | 2730 um2 |
## area by class of cell
class                   count  share of cell area (%)
well taps                 188                    3.41
inverters                   5                   0.272
multi-input cells         414                    39.7
flip-flops and latches    126                    49.7
repair buffers             34                    4.68
clock inverters             1                  0.0726
clock buffers               7                    2.21
## power by group through the flow
stage / Sequential, mW / Clock [mW] / Combinational [mW]
global route: 0.336 / 0.402 / 0.0429
finish: 0.335 / 0.386 / 0.0379
CTS: 0.335 / 0.391 / 0.0387
## path summary, 6_finish.rpt
path	startpoint	to	slack [ps]	cells past startpoint
max reg2reg	m.countc[2]	m.countc[31]	2310	5
min reg2reg	m.sclk	m.sclk	490	2
max	rst	m.countc[23]	2300	4
min	m.sclk	m.sclk	490	2
## cell families (layout without fill, tap and decap cells)
logic type | count (synthesis) | after routing | share of synthesized area (%)
DFF | 126 | 126 | 54.8
and+or+nand+nor | 309 | 309 | 28.4
xor gates and xnor gates | 88 | 88 | 12.3
buffers and inverters | 22 | 47 | 1.58
AOI/OAI and AO/OA | 9 | 9 | 0.921
muxes | 5 | 5 | 1.40
adders and majority gates | 3 | 3 | 0.601
## cell usage in the layout (no fill, tap or decap), types with 2 or more instances in the layout
| master | instances |
|---|---|
| sky130_fd_sc_hd__mux2i_1 | 2 |
| sky130_fd_sc_hd__ha_1 | 3 |
| sky130_fd_sc_hd__and2_1 | 14 |
| sky130_fd_sc_hd__nand4_1 | 36 |
| sky130_fd_sc_hd__nor2b_1 | 5 |
| sky130_fd_sc_hd__nor2_1 | 102 |
| sky130_fd_sc_hd__clkbuf_8 | 2 |
| sky130_fd_sc_hd__and4_1 | 14 |
| sky130_fd_sc_hd__nand4_4 | 2 |
| sky130_fd_sc_hd__mux4_2 | 3 |
| sky130_fd_sc_hd__xnor2_1 | 28 |
| sky130_fd_sc_hd__clkdlybuf4s50_1 | 27 |
| sky130_fd_sc_hd__nand3_1 | 34 |
| sky130_fd_sc_hd__xor2_1 | 60 |
| sky130_fd_sc_hd__clkbuf_16 | 5 |
| sky130_fd_sc_hd__nor3_1 | 8 |
| sky130_fd_sc_hd__buf_4 | 7 |
| sky130_fd_sc_hd__dfxtp_1 | 35 |
| sky130_fd_sc_hd__nor2_2 | 4 |
| sky130_fd_sc_hd__edfxtp_1 | 90 |
| sky130_fd_sc_hd__nor4_4 | 7 |
| sky130_fd_sc_hd__nand2b_1 | 2 |
| sky130_fd_sc_hd__o21ai_0 | 3 |
| sky130_fd_sc_hd__o21a_1 | 2 |
| sky130_fd_sc_hd__nor4_1 | 22 |
| sky130_fd_sc_hd__nand3_2 | 2 |
| sky130_fd_sc_hd__nor3_2 | 4 |
| sky130_fd_sc_hd__inv_1 | 5 |
| sky130_fd_sc_hd__nand4b_1 | 2 |
| sky130_fd_sc_hd__nand2_1 | 28 |
| sky130_fd_sc_hd__and3_1 | 15 |
## critical path, stage by stage
cell and delay, ps:
sky130_fd_sc_hd__clkdlybuf4s50_1 580, sky130_fd_sc_hd__nand2b_1 130, sky130_fd_sc_hd__buf_4 310, sky130_fd_sc_hd__nor2_1 90
## per-layer routing
layer  GRT usage, %  up-vias  share of wire, %
li1               -     2083                 -
met1           25.8     1923                53
met4          0.630        0              0.35
met3           1.49        4               2.6
met5              0        -                 0
met2           21.9       65                44
## registers in the layout, indices dropped and copies added (netlist names)
register and cells:
m.count 32, m.countc 32, s.count 32, m.temp 12, s.temp 12, m.cs 1
m.mosi 1, m.sclk 1, m.state 1, s.done 1, s.state 1
## stage by stage
| step | cell area [um2] | cells | hold WS (ps) | setup slack, ps | total power [mW] |
|---|---|---|---|---|---|
| finish | 6890 | 775 | 493 | 2300 | 0.759 |
| global route | 6890 | 775 | 511 | 2160 | 0.781 |
| CTS | 6890 | 775 | 495 | 2300 | 0.765 |
| detailed placement | 6740 | 767 | 482 | 2000 | 0.380 |
| global placement | 6740 | 767 | 472 | 2040 | 0.379 |
| floorplan | 6250 | 562 | 460 | 2340 | 0.360 |
Power is estimated from default activity; no workload was simulated.
